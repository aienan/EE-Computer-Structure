`constraint.sdc`:
```
current_design alu

set clk_period 29.2
set clk_io_pct 0.2

create_clock -name clk0 -period $clk_period

set non_clock_inputs [all_inputs -no_clocks]
set_input_delay [expr $clk_period * $clk_io_pct] -clock clk0 $non_clock_inputs
set_output_delay [expr $clk_period * $clk_io_pct] -clock clk0 [all_outputs]
```
`run.sh`:
```
#!/bin/bash
# OpenROAD 26Q1-2900-gdf79404cd8, Yosys 0.63+post, stock flow scripts
make -C /OpenROAD-flow-scripts/flow DESIGN_CONFIG=/design/flow/config.mk WORK_HOME=/design/flow/orfs finish
```
`config.mk`:
```
export PLATFORM = sky130hd
export DESIGN_NAME = alu
export DESIGN_NICKNAME = alu
export VERILOG_FILES = /design/flow/design.v
export SDC_FILE = /design/flow/constraint.sdc
export NUM_CORES = 4
export LEC_CHECK = 1
export CORE_UTILIZATION = 50
```
`design.v`:
```
module alu(rstn, clk, aluctrl, data_s, data_t, zero, result);
    input rstn, clk;
    input [3:0] aluctrl;
    input [31:0] data_s;
    input [31:0] data_t;
    output zero;
    output [31:0] result;
    wire [31:0] result;
    reg [31:0] divresult;
    reg [31:0] remainder;
    wire zero;
    assign zero = ( data_s - data_t == 0 )? 0 : 1;       
    assign result = (aluctrl == 1)? data_s + data_t :       
                    (aluctrl == 2)? data_s - data_t :       
                    (aluctrl == 3)?              
                    (remainder != -1)? remainder : 32'b0       
                    : 32'b0;       
    always @(rstn) begin
        remainder <= 0;
        divresult <= 0;
    end
    always @(data_s or data_t) begin       
       if(aluctrl != 3) begin       
           remainder <= 0;
           divresult <= 0;
       end
       else begin          
           if(data_s < data_t) begin      
              if(divresult == 0) begin
                 remainder <= -1;
                 divresult <= 0;
              end
              else begin
                 remainder <= -1;
                 divresult <= divresult;
              end
           end
           else if(data_s == data_t) begin
               if(divresult == 0) begin
                  remainder <= -1;
                  divresult <= 1;
               end
               else begin
                  remainder <= -1;
                  divresult <= divresult +1;
               end
           end
           else if(data_s < (data_t << 1) ) begin
               remainder <= data_s - data_t;
               divresult <= divresult + 1;
           end
           else if(data_s < (data_t << 2) ) begin
               remainder <= data_s - (data_t << 1);
               divresult <= divresult + 2;
           end
           else if(data_s < (data_t << 3) ) begin
               remainder <= data_s - (data_t << 2);
               divresult <= divresult + 4;
           end
           else if(data_s < (data_t << 4) ) begin
               remainder <= data_s - (data_t << 3);
               divresult <= divresult + 8;
           end
           else if(data_s < (data_t << 5) ) begin
               remainder <= data_s - (data_t << 4);
               divresult <= divresult + 16;
           end
           else if(data_s < (data_t << 6) ) begin
               remainder <= data_s - (data_t << 5);
               divresult <= divresult + 32;
           end
           else if(data_s < (data_t << 7) ) begin
               remainder <= data_s - (data_t << 6);
               divresult <= divresult + 64;
           end
           else if(data_s < (data_t << 8) ) begin
               remainder <= data_s - (data_t << 7);
               divresult <= divresult + 128;
           end
           else if(data_s < (data_t << 9) ) begin
               remainder <= data_s - (data_t << 8);
               divresult <= divresult + 256;
           end
           else if(data_s < (data_t << 10) ) begin
               remainder <= data_s - (data_t << 9);
               divresult <= divresult + 512;
           end
           else if(data_s < (data_t << 11) ) begin
               remainder <= data_s - (data_t << 10);
               divresult <= divresult + 1024;
           end
           else if(data_s < (data_t << 12) ) begin
               remainder <= data_s - (data_t << 11);
               divresult <= divresult + 2048;
           end
           else if(data_s < (data_t << 13) ) begin
               remainder <= data_s - (data_t << 12);
               divresult <= divresult + 4096;
           end
           else if(data_s < (data_t << 14) ) begin
               remainder <= data_s - (data_t << 13);
               divresult <= divresult + 8192;
           end
           else if(data_s < (data_t << 15) ) begin
               remainder <= data_s - (data_t << 14);
               divresult <= divresult + 16384;
           end
           else if(data_s < (data_t << 16) ) begin
               remainder <= data_s - (data_t << 15);
               divresult <= divresult + 32768;
           end
           else if(data_s < (data_t << 17) ) begin
               remainder <= data_s - (data_t << 16);
               divresult <= divresult + 65536;
           end
           else if(data_s < (data_t << 18) ) begin
               remainder <= data_s - (data_t << 17);
               divresult <= divresult + 131072;
           end
           else if(data_s < (data_t << 19) ) begin
               remainder <= data_s - (data_t << 18);
               divresult <= divresult + 262144;
           end
           else if(data_s < (data_t << 20) ) begin
               remainder <= data_s - (data_t << 19);
               divresult <= divresult + 524288;
           end
           else if(data_s < (data_t << 21) ) begin
               remainder <= data_s - (data_t << 20);
               divresult <= divresult + 1048576;
           end
           else if(data_s < (data_t << 22) ) begin
               remainder <= data_s - (data_t << 21);
               divresult <= divresult + 2097152;
           end
           else if(data_s < (data_t << 23) ) begin
               remainder <= data_s - (data_t << 22);
               divresult <= divresult + 4194304;
           end
           else if(data_s < (data_t << 24) ) begin
               remainder <= data_s - (data_t << 23);
               divresult <= divresult + 8388608;
           end
           else if(data_s < (data_t << 25) ) begin
               remainder <= data_s - (data_t << 24);
               divresult <= divresult + 16777216;
           end
           else if(data_s < (data_t << 26) ) begin
               remainder <= data_s - (data_t << 25);
               divresult <= divresult + 33554432;
           end
           else if(data_s < (data_t << 27) ) begin
               remainder <= data_s - (data_t << 26);
               divresult <= divresult + 67108864;
           end
           else if(data_s < (data_t << 28) ) begin
               remainder <= data_s - (data_t << 27);
               divresult <= divresult + 134217728;
           end
           else if(data_s < (data_t << 29) ) begin
               remainder <= data_s - (data_t << 28);
               divresult <= divresult + 268435356;
           end
           else if(data_s < (data_t << 30) ) begin
               remainder <= data_s - (data_t << 29);
               divresult <= divresult + 536870912;
           end
           else if(data_s < (data_t << 31) ) begin
               remainder <= data_s - (data_t << 30);
               divresult <= divresult + 1073741824;
           end
           else
               remainder <= remainder;
        end
    end   
endmodule
```
==> impl_metrics.ini <==
; physical design summary
[floorplan]
die_w_um = 92.0
core_um2 = 7770
fp_util_pct = 52.2
dieArea_um2 = 8470
rows = 32
die_y_um = 92.0
io_pins = 103

[global_route]
antenna_found_initial = 0
grt.total_usage_pct = 30.5
grt_pass1_vias = 4400
grt_pass1_wl_mm = 21.1
grt_max_degree = 29
gr-total-overflow = 0

[worst_setup_path]
path_buffers = 3
cp-start-kind = input pin
critPathKind = input pin to output port
critical_path_depth = 14
path_delay_family = AND-OR/OR-AND gates
cp_data_arrival_time_ps = 10190
crit_chain = clkdlybuf4s50_1 -> ha_1 -> inv_1 -> fa_1 -> a211oi_4 -> nor3_2 -> o41ai_1 -> a2111oi_0 -> o211ai_1 -> o21ai_1 -> or4_1 -> nor4_1 -> nand4_1 -> clkdlybuf4s50_1
worstPathRequired_ps = 23360
cp_common_cell = clkdlybuf4s50_1
max_stage_delay_ps = 530
crit_slowest_cell = o41ai_1
critPathMaxFanout = 5
cp-end-kind = output port

[yosys]
syn_area_um2 = 4050
yosys_cells = 619
syn_area_per_cell_um2 = 6.55
ys_seq_share_pct = 0
synth_cell_types = 67
synthCells = 619
top_cell_area_share_pct = 19.5
synthTopCellsByArea = ha_1 (19%), a21oi_1 (10%), inv_1 (6.1%)
yosys-stat-area_um2 = 4050
ys_warn_count = 1
yosysTopAreaCell = ha_1

[sta]
period_minus_slack_ps = 16030
setup_viol = 0
finalClockPeriodUsage_pct = 54.9
max_freq_mhz = 62.4
slew_headroom_pct = 47.1
hold_violations = 0
rsz0062_at_grt = false
tns_ps = 0
finalMaxSlewViolations = 0
worst-slew-pin-transition_ps = 790

[layout]
n_clock_buffer = 0
fin_area_um2 = 5090
final_cells = 793
ff_latch_area_um2 = 0
layout.cells.most_common = clkdlybuf4s50_1
synthToLayoutAreaGrowth_pct = 25.6
seq_cell_count = 0
layout-drive-gt1-share_pct = 2.89
n_fill_cell = 707
most-common-layout-cells = clkdlybuf4s50_1 (101), a21oi_1 (84), nor2_1 (66), inv_1 (66), ha_1 (63)

[detailed_routing]
first_pass_iters = 4
insertedDiodeCount = 0
viasPerCell = 6.19
dr_total_vias = 4908
drtIter0Drc = 234
wl_mm = 12.7
final_antenna_net_count = 0
drc = 0
detail_route.wl_per_cell_um = 16.0

[cts]
cts_resized = 0
cts_setup_buffers = 0
ctsHoldBuffers = 0

[placement]
placement.io_buffers = 101
place_hpwl_mm = 10.1
gp_congestion = 0.949
post-place-cells = 793
placed_area_um2 = 5090

[power]
ir_drop_uv = 12.0
cellLeakagePower_nw = 2.08
post-layout-total-power_uw = 105
power_density_nw_per_um2 = 20.5

[status]
outcome = finished clean

[job]
drv_cap = 0
tool_warnings = 67

[worst_hold_path]
whs_path_depth = 4
hold_path_class = input pin to output port
[layer usage]
metal | track usage, % | part of all wire (%)
met5 | 0 | 0
met4 | 1.30 | 0.063
met3 | 2.62 | 6.9
met2 | 50.2 | 46
met1 | 45.6 | 47
[synth_stat cells, types with 4 or more instances]
library cell	number
a2111oi_0	7
a211oi_1	15
a21o_1	6
a21oi_1	84
a221oi_1	14
a31oi_1	6
and3_1	5
buf_2	8
clkbuf_1	22
ha_1	63
inv_1	66
nand2_1	30
nand2b_1	7
nand3_1	11
nand4_1	6
nor2_1	66
nor2b_1	10
nor3_1	10
nor4_1	6
o211ai_1	7
o21a_1	4
o21ai_0	36
o21bai_1	16
o22a_1	9
o22ai_1	6
o31ai_1	7
or3_1	4
xnor2_1	25
xor2_1	6
[tightest hold or removal path: cells and delay by family]
kind	cells	cell delay, ps
buf+inv	2	910
fa+ha+maj	1	200
compound gates	1	60
[report_power, final]
| part | switching (mW) | internal [mW] | leakage, nW |
|---|---|---|---|
| Clock | 0 | 0 | 0 |
| Combinational | 0.0569 | 0.0476 | 2.08 |
| Sequential | 0 | 0 | 0 |
| Total | 0.0569 | 0.0476 | 2.08 |
[through the flow]
stage / util [%] / hold slack [ps] / setup WS [ps]
global route: 65.5 / 12890 / 12850
finish: 65.5 / 12850 / 13170
floorplan: - / 11810 / 14720
CTS: 65.5 / 12850 / 13180
global placement: 65.5 / 12840 / 13240
detailed placement: 65.5 / 12840 / 13190
[path summary, 6_finish.rpt]
check,start,to,slack (ps)
worst min-delay path,data_t[0],result[0],12850
worst max-delay path,data_t[0],zero,13170
[kinds of logic (layout without fill, tap and decap cells)]
| family | after synthesis | in the layout | share of synthesized area, % |
|---|---|---|---|
| AOI/OAI and AO/OA | 250 | 250 | 41.9 |
| and+or+nand+nor | 172 | 172 | 20.8 |
| buffers and inverters | 99 | 171 | 9.70 |
| adders and majority gates | 65 | 65 | 20.4 |
| xor gates and xnor gates | 31 | 31 | 6.70 |
| muxes | 2 | 2 | 0.494 |
[cell type report]
type	count	area (um^2)	area share, %
Multi-Input combinational cell	520	3670	72.2
Timing Repair Buffer	105	1040	20.5
Inverter	66	248	4.87
Tap cell	102	128	2.51
Power figures rest on the tool's default switching activity, not on a simulated workload.
